`flow/config.mk`:
```
export PLATFORM = sky130hd
export DESIGN_NAME = sdram_controller
export DESIGN_NICKNAME = sdram_controller
export VERILOG_FILES = /design/flow/design.v
export SDC_FILE = /design/flow/constraint.sdc
export NUM_CORES = 4
export LEC_CHECK = 1
export CORE_UTILIZATION = 40
```
`flow/constraint.sdc`:
```
current_design sdram_controller

set clk_period 4.2
set clk_io_pct 0.2

create_clock -name clk0 -period $clk_period [get_ports {clk}]

set non_clock_inputs [all_inputs -no_clocks]
set_input_delay [expr $clk_period * $clk_io_pct] -clock clk0 $non_clock_inputs
set_output_delay [expr $clk_period * $clk_io_pct] -clock clk0 [all_outputs]
```
`flow/design.v`:
```
module sdram_controller #
(
    parameter ADDR_WIDTH = 25,
    parameter DATA_WIDTH = 16
)
(
    input clk,
    input reset,
    output reg  [12:0]  sdram_addr,
    output reg  [1:0]   sdram_ba,
    inout  	    [15:0]  sdram_dq,
    output              sdram_clk,
    output              sdram_cke,
    output              sdram_cs_n,
    output              sdram_ras_n,
    output              sdram_cas_n,
    output              sdram_we_n,
    output              sdram_dqml,
    output              sdram_dqmh,
    input [ADDR_WIDTH-1:0]      s_axi_awaddr,
    input                       s_axi_awvalid,
    output reg                  s_axi_awready = 0,
    input [DATA_WIDTH-1:0]      s_axi_wdata,
    input                       s_axi_wvalid,
    output reg                  s_axi_wready = 0,
    input [ADDR_WIDTH-1:0]      s_axi_araddr,
    input                       s_axi_arvalid,
    output reg                  s_axi_arready = 0,
    output reg [DATA_WIDTH-1:0] s_axi_rdata = 0,
    output reg                  s_axi_rvalid = 0,
    input                       s_axi_rready
);
localparam TRCD = 2;
localparam TRP = 2;
localparam TRC = 8;
localparam TMRD = 2;
localparam TRAS = 5;
localparam CAS_LATENCY = 2;
assign sdram_cke = 1'b1;
assign sdram_cs_n = 1'b0;
assign sdram_clk = ~clk;
reg [ADDR_WIDTH-1:0] s_axi_addr_reg;
reg [DATA_WIDTH-1:0] s_axi_data_reg;
reg [1:0] read_write_request = 2'b00;    
assign sdram_dq = (read_write_request == 2'b01) ? s_axi_data_reg : 16'bz;
localparam [2:0] sdram_cmd_nop          = 3'b111; 
localparam [2:0] sdram_cmd_bst          = 3'b110;
localparam [2:0] sdram_cmd_read         = 3'b101;
localparam [2:0] sdram_cmd_write        = 3'b100;
localparam [2:0] sdram_cmd_act          = 3'b011;
localparam [2:0] sdram_cmd_precharge    = 3'b010;
localparam [2:0] sdram_cmd_refresh      = 3'b001;
localparam [2:0] sdram_cmd_mrs          = 3'b000;
reg [2:0] sdram_cmd;
assign {sdram_ras_n, sdram_cas_n, sdram_we_n} = sdram_cmd;
reg [1:0] sdram_dqm;
assign {sdram_dqml, sdram_dqmh} = sdram_dqm;
reg [4:0] state, next_state;
localparam [4:0] idle_state     = 5'h0;  
localparam [4:0] bst_state      = 5'h1;  
localparam [4:0] read_state     = 5'h2; 
localparam [4:0] reada_state    = 5'h3;  
localparam [4:0] write_state    = 5'h4;
localparam [4:0] writea_state   = 5'h5;  
localparam [4:0] act_state      = 5'h6;  
localparam [4:0] pre_state      = 5'h7;  
localparam [4:0] pall_state     = 5'h8;  
localparam [4:0] ref_state      = 5'h9;  
localparam [4:0] self_state     = 5'hA;  
localparam [4:0] mrs_state      = 5'hB;  
localparam [4:0] init_power_up_state = 5'hE;
localparam [4:0] init_pre_state      = 5'hF;
localparam [4:0] init_ref_state      = 5'h10;
reg [1:0] trcd_counter = 0;
reg [CAS_LATENCY-1:0] cas_shift_register = 0;
localparam [2:0] burst_length = 3'b000;      
localparam burst_type = 1'b0;                
localparam [2:0] latency_mode = 3'b010;      
localparam [1:0] operating_mode = 2'b00;     
localparam write_burst_mode = 1'b0;          
localparam [1:0] reserved_mode = 2'b00;      
reg [12:0] mode_register = {reserved_mode, write_burst_mode, operating_mode, latency_mode, burst_type, burst_length};
reg [15:0] power_up_counter = 0;
reg [1:0] trp_counter = 0;
reg trp_counter_enable = 0;
reg [3:0] trc_counter = 0;
reg [3:0] refresh_counter = 0;
reg [1:0] tmrd_counter = 0;
reg [2:0] tras_counter = 0;
reg tras_counter_enable = 0;
reg [1:0] cas_counter = 0;
reg cas_counter_enable = 0;
always @(posedge clk) 
begin
    if (s_axi_arvalid & s_axi_arready)
    begin
        s_axi_arready <= 0;
        read_write_request <= 2'b11;
        s_axi_addr_reg <= s_axi_araddr;
        s_axi_awready <= 0;
        s_axi_wready <= 0;
    end
    else if (s_axi_awvalid & s_axi_awready & s_axi_wvalid & s_axi_wready)
    begin
        s_axi_awready <= 0;
        s_axi_wready <= 0;
        read_write_request <= 2'b01;
        s_axi_addr_reg <= s_axi_awaddr;
        s_axi_data_reg <= s_axi_wdata;
        s_axi_arready <= 0;
    end
    if (s_axi_rvalid & s_axi_rready)
    begin
        s_axi_arready <= 1;
        s_axi_rvalid <= 0;
        s_axi_awready <= 1;
        s_axi_wready <= 1;
    end
    if (tmrd_counter == TMRD-1)
    begin
        s_axi_arready <= 1;
        s_axi_awready <= 1;
        s_axi_wready <= 1;
    end
    if (cas_counter == CAS_LATENCY-1)
    begin
        s_axi_rvalid <= 1;
        read_write_request <= 2'b00;
    end
    if (state == write_state)
    begin
        s_axi_awready <= 1;
        s_axi_wready <= 1;
        read_write_request <= 2'b00;
        s_axi_arready <= 1;
    end
end
always @(posedge sdram_clk)
begin
    if ((cas_counter == CAS_LATENCY-1) & cas_counter_enable)
    begin
        s_axi_rdata <= sdram_dq;
    end
end
always @(posedge clk or posedge reset) 
begin
    if (reset)
        state <= init_power_up_state;
    else
    begin
        state <= next_state;
    end
end
always @(*)
begin
    sdram_addr = 0;
    sdram_ba = 0;
    case (state)
        idle_state:
        begin
            sdram_cmd  = sdram_cmd_nop;
            next_state = read_write_request[0] ? act_state : idle_state;
        end
        act_state:
        begin
            sdram_cmd = (trcd_counter == 0) ? sdram_cmd_act : sdram_cmd_nop;
            sdram_ba = s_axi_addr_reg[24:23];  
            sdram_addr[12:0] = s_axi_addr_reg[22:10];  
            next_state = (trcd_counter == TRCD-1) ? (read_write_request[1] ? read_state : write_state) : act_state;
        end
        read_state:
        begin
            sdram_cmd = sdram_cmd_read;
            sdram_dqm = 2'b00;  
            sdram_addr[10] = 0;  
            sdram_addr[9:0] = s_axi_addr_reg[9:0];  
            sdram_ba = s_axi_addr_reg[24:23];  
            next_state = pre_state;
        end
        write_state:
        begin
            sdram_cmd = sdram_cmd_write;
            sdram_dqm = 2'b00;  
            sdram_addr[10] = 0;  
            sdram_addr[9:0] = s_axi_addr_reg[9:0];  
            sdram_ba = s_axi_addr_reg[24:23];  
            next_state = pre_state;
        end
        pre_state:
        begin
            sdram_cmd = (trp_counter == 0 && tras_counter == TRAS-1) ? sdram_cmd_precharge : sdram_cmd_nop;
            sdram_addr[10] = 0;  
            sdram_ba = s_axi_addr_reg[24:23];  
            next_state = (trp_counter == TRP-1) ? idle_state : pre_state;
        end
        mrs_state:
        begin
            sdram_cmd = (tmrd_counter == 0) ? sdram_cmd_mrs : sdram_cmd_nop;
            sdram_addr = mode_register;
            sdram_ba = 2'b00;
            next_state = (tmrd_counter == TMRD-1) ? idle_state : mrs_state;
        end
        init_power_up_state:
        begin
            sdram_cmd = sdram_cmd_nop;
            next_state = (power_up_counter == 20000-1) ? init_pre_state : init_power_up_state;
        end
        init_pre_state:
        begin
            sdram_cmd = (trp_counter == 0) ? sdram_cmd_precharge : sdram_cmd_nop;
            sdram_addr[10] = 1'b1;  
            next_state = (trp_counter == TRP-1) ? init_ref_state : init_pre_state;
        end
        init_ref_state:
        begin
            sdram_cmd = (trc_counter == 0) ? sdram_cmd_refresh : sdram_cmd_nop;
            next_state = (trc_counter == TRC-1 && refresh_counter == 8-1) ? mrs_state : init_ref_state;
        end
        default:
        begin
            sdram_dqm = 2'b11;  
            sdram_addr = 'b0;
            sdram_ba = 2'b00;
            sdram_cmd = sdram_cmd_nop;
            next_state = idle_state;
        end 
    endcase
end
always @(posedge clk or posedge reset)
begin
    if (reset)
    begin
        power_up_counter <= 0;
        trp_counter <= 0;
        trp_counter_enable <= 0; 
        trc_counter <= 0;
        refresh_counter <= 0;
        tmrd_counter <= 0;
        tras_counter <= 0;
        tras_counter_enable <= 0;
        cas_counter_enable <= 0;
        cas_counter <= 0;
    end
    else
    begin
        power_up_counter  <= (state == init_power_up_state) ? power_up_counter + 1 : 0;
        if (state == init_pre_state || (state == pre_state && (tras_counter == TRAS-1 || trp_counter_enable)))
        begin
            trp_counter_enable <= 1;
            trp_counter <= trp_counter + 1;
        end
        else
        begin
            trp_counter_enable <= 0;
            trp_counter <= 0;
        end
        trc_counter       <= (state == init_ref_state && trc_counter != TRC-1) ? trc_counter + 1 : 0;
        refresh_counter   <= (state == init_ref_state && trc_counter == TRC-1 && refresh_counter != 8-1) ? refresh_counter + 1 : 
                                                     ((refresh_counter == 8-1 && trc_counter == TRC-1) ? 0 : refresh_counter);
        tmrd_counter      <= (state == mrs_state) ? tmrd_counter + 1 : 0;
        trcd_counter      <= (state == act_state) ? trcd_counter + 1 : 0;
        if (state == act_state)
        begin
            tras_counter_enable <= 1;
        end
        if (tras_counter_enable && tras_counter != TRAS-1)
        begin
            tras_counter <= tras_counter + 1;
        end
        if (state == pre_state && tras_counter == TRAS-1)
        begin
            tras_counter_enable <= 0;
            tras_counter <= 0;
        end
        if (state == read_state)
        begin
            cas_counter_enable <= 1;
        end
        if (cas_counter_enable)
        begin
            cas_counter <= cas_counter + 1;
        end
        if (cas_counter == CAS_LATENCY-1)
        begin
            cas_counter_enable <= 0;
            cas_counter <= 0;
        end
    end
end
endmodule
```
`flow/run.sh`:
```
#!/bin/bash
# OpenROAD 26Q1-2900-gdf79404cd8, Yosys 0.63+post, stock flow scripts
make -C /OpenROAD-flow-scripts/flow DESIGN_CONFIG=/design/flow/config.mk WORK_HOME=/design/flow/orfs finish
```
==> results_slide.txt <==
Synthesis and Place & Route Summary

Outcome
  • Status: completed

Critical path
  • CP Capture Type: output pin
  • Largest stage delay, worst path: 470 ps
  • Critical-path top delay cell: clkdlybuf4s50_1
  • Critical Path RT: between 3000 and 4000 ps
  • Delay-heaviest family, CP: buffers and inverters
  • CP max FO: 1
  • Critical Path AT: about 3300 ps
  • Critical-path cell list: clkdlybuf4s50_1
  • Crit Path Class: flop to output pin
  • Buffers & Inverters on Critical Path: 1
  • Nature of the critical path startpoint: flop

Timing
  • Clk_skew: about 63 ps
  • Final tally of max-slew violations: 0
  • Final setup fails: 0
  • Unrepaired setup endpoints after global routing: no
  • Register pins left without a clock: 1
  • Worst Tran Pin Value: 698 ps
  • Normalized max-slew margin: 0.535
  • Setup tns final: 0 ps
  • Final Hold Viols: 0
  • Endpoints left unconstrained: 3

Detailed routing
  • First-pass detailed-route iteration total: 4
  • Via/cell ratio: slightly below 5
  • Initial DRC Count: approximately 80
  • Drt drc: 0
  • Avg WL per Cell: between 10 and 15 µm
  • Antenna cell count: 0
  • Routed wire length: between 8000 and 9000 µm
  • Antenna-violating nets left: 0
  • Via Count: 3,052

CTS
  • Clock sink total: 109
  • Root buf cell: clkbuf_16
  • CTS resizes: 0
  • Hold_buf cts: 0
  • CTS tree: yes
  • CTS buffer count: 9
  • Insertion Delay late pin: roughly 400 ps
  • Setup bufs post-CTS: 0
  • Clk buf depth: 2
  • H-tree depth: 3
  • Clk slew on worst S/H paths: 70 ps

Logic synthesis
  • Cell area leaders: edfxtp_1 (38%), dfrtp_1 (24%), mux2_2 (6.3%)
  • Cell variety after synth: just under 50
  • Top_reg_cell synth: edfxtp_1
  • Number of synthesized register bits: 109
  • Synth area leader: edfxtp_1
  • Chip area in the Yosys report: around 4600 µm²
  • Area leader share: 0.382
  • Async S/R FF share, synth: 0.413
  • Yosys warning total: 2
  • Number of enable flip-flop cells: between 50 and 60
  • Post-Synthesis Cells: about 360
  • Mapped Avg Cell Area: approximately 13 µm²
  • Ys cells: roughly 360
  • Synth Cell Area: between 4000 and 5000 µm²

Floorplan
  • Die area: 12,000 µm²
  • FP Rows: 38
  • DIE WIDTH: about 110 µm
  • # IOs: roughly 130
  • Core Box Area: approximately 11,000 µm²
  • Initial Util: 0.418
  • Die H: about 110 µm

Power and ir drop
  • Static Leak: 0.00247 µW
  • Peak supply drop: 251 µV
  • Pwr Density: 341 nW/µm²
  • Total power: ~2100 µW

Global route
  • Initial antenna violation count: 0
  • Largest net degree at the start of global routing: 33
  • First-pass GRT wire length: 14,100 µm
  • Congestion Overflow GR: 0
  • Vias in the first global route: between 2k and 3k
  • Global Route Usage Sum: 0.162

Place
  • Buffers on Ports: 112
  • Post-DP HPWL: 6410 µm
  • Final Wtd Congestion: approximately 0.75
  • DP Area: around 6000 µm²

Worst hold path
  • Worst min path class: flop to flop

Flow run
  • Maxcap violations: 0
  • Tool warnings: roughly 80

Finish
  • Gate Area: ~1500 µm²
  • Share of cells above drive strength 1: 0.109
  • Number of fill cells: about 900
  • Top cell excl fill/tap: clkdlybuf4s50_1
  • Max reg flops: 25
  • Synth-to-layout area growth: 35.0%
  • Most frequent cells in the layout: clkdlybuf4s50_1 (112), edfxtp_1 (59), dfrtp_1 (44)
  • Register area: 2990 µm²
  • Final instance area: 6260 µm²
==> cell type report <==
type / count / share of cell area
clock buffers: 11 / 0.0398
multi-input cells: 205 / 0.235
well taps: 140 / 0.0280
repair buffers: 116 / 0.184
clock inverters: 23 / 0.0208
flip-flops and latches: 109 / 0.479
inverters: 24 / 0.0144
==> synthesized netlist by cell type, drive strengths merged, types with 4 or more instances <==
master	instances
edfxtp	59
dfrtp	44
mux2	26
inv	25
nand2	22
nor2	16
o21ai	13
ha	12
nand3	12
a22o	11
a21oi	10
clkbuf	10
and2	8
nor2b	7
buf	6
mux2i	6
or4	6
nand4	5
nor4	5
dfxtp	4
nand2b	4
o31ai	4
xor2	4
==> final timing paths <==
path / from / end / slack, ps / cells after the start
worst min-delay path: read_write_request[1] / state[3] / 430 / 1
worst max-delay path: s_axi_rdata[9] / s_axi_rdata[9] / 80 / 1
worst min register to register: read_write_request[1] / state[3] / 430 / 1
max in group asynchronous: reset / state[0] / 2600 / 3
min in group asynchronous: reset / power_up_counter[8] / 800 / 2
worst max register to register: cas_counter[0] / s_axi_rdata[12] / 790 / 3
==> per-stage QoR <==
step / util / setup slack (ps) / std cells / hold slack, ps
floorplan: - / 682 / 355 / 398
global placement: 0.532 / 490 / 596 / 417
detailed placement: 0.532 / 488 / 596 / 419
CTS: 0.565 / 66.2 / 628 / 425
global route: 0.565 / 17.7 / 628 / 456
finish: 0.565 / 77.3 / 628 / 425
==> metal layers <==
| metal | global-route usage | part of all wire | vias up |
|---|---|---|---|
| met4 | 0.0238 | 0.013 | 0 |
| met2 | 0.249 | 0.47 | 97 |
| met3 | 0.0562 | 0.081 | 9 |
| met1 | 0.243 | 0.44 | 1399 |
| li1 | - | - | 1547 |
| met5 | 0 | 0 | - |
==> cell families (layout without fill, tap and decap cells) <==
| kind of cell | Yosys count | after routing | share of synthesized area |
|---|---|---|---|
| other | 2 | 2 | 0.00162 |
| muxes | 32 | 32 | 0.0761 |
| DFF | 108 | 108 | 0.643 |
| AOI/OAI and AO/OA | 56 | 56 | 0.0826 |
| adders and majority gates | 12 | 12 | 0.0324 |
| latches | 1 | 1 | 0.00324 |
| xor gates and xnor gates | 5 | 5 | 0.00945 |
| and+or+nand+nor | 98 | 98 | 0.114 |
| buffers and inverters | 41 | 174 | 0.0373 |
==> power breakdown <==
part	switching, µW	leakage, µW	total (µW)	internal [µW]
clock network	430	0.000251	928	498
logic	21.7	0.00102	88.5	66.8
registers	0.245	0.00120	1120	1120
Power is estimated from default activity; no workload was simulated.
